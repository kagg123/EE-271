[./run.sh]
#!/bin/bash
# OpenROAD 26Q1-2900-gdf79404cd8, Yosys 0.63+post, stock flow scripts
make -C /OpenROAD-flow-scripts/flow DESIGN_CONFIG=/design/flow/config.mk WORK_HOME=/design/flow/orfs finish
[./config.mk]
export PLATFORM = sky130hd
export DESIGN_NAME = shiftRow
export DESIGN_NICKNAME = shiftRow
export VERILOG_FILES = /design/flow/design.v
export SDC_FILE = /design/flow/constraint.sdc
export NUM_CORES = 4
export LEC_CHECK = 1
export CORE_AREA = 10 10 89 89
export DIE_AREA = 0 0 99 99
[./constraint.sdc]
current_design shiftRow

set clk_period 3.8
set clk_io_pct 0.2

create_clock -name clk0 -period $clk_period [get_ports {clk}]

set non_clock_inputs [all_inputs -no_clocks]
set_input_delay [expr $clk_period * $clk_io_pct] -clock clk0 $non_clock_inputs
set_output_delay [expr $clk_period * $clk_io_pct] -clock clk0 [all_outputs]
[./design.v]
module shiftRow( red_arrayColumn, pos2, pos1, pos1_LastRow, minus2, pause, speed1, speed, reset, clk, lightOn);
	input logic speed, speed1, reset, clk, lightOn, pause, pos2, pos1, pos1_LastRow, minus2;
	output logic [8:0] red_arrayColumn ;
	logic [19:0] count;
	always_ff @(posedge clk) begin
		if (reset) begin 
			red_arrayColumn[8:0] <= 8'b000000000;
			count <= 20'b00000000000000000000;
		end 
		else if (~pause & ((speed1 & count == 20'b00111111111111111111) | ((speed | speed1) & count == 20'b01111111111111111111) | count == 20'b11111111111111111111)) begin
			red_arrayColumn[8] <= lightOn;  
			red_arrayColumn[7] <= red_arrayColumn[8]; 
			red_arrayColumn[6] <= red_arrayColumn[7];
			red_arrayColumn[5] <= red_arrayColumn[6];
			red_arrayColumn[4] <= red_arrayColumn[5];
			if (pos1) red_arrayColumn[3] <= 0;   
			else red_arrayColumn[3] <= red_arrayColumn[4];
			if (pos2) red_arrayColumn[2] <= 0;    
			else red_arrayColumn[2] <= red_arrayColumn[3];
			if (pos1_LastRow) red_arrayColumn[1] <= 0;   
			else red_arrayColumn[1] <= red_arrayColumn[2];
			if (minus2) red_arrayColumn[0] <= 0;  
			else red_arrayColumn[0] <= red_arrayColumn[1];  
			count <= count + 20'b00000000000000000001;
		end
		else begin 
			red_arrayColumn[8] <= red_arrayColumn[8];
			red_arrayColumn[7] <= red_arrayColumn[7];
			red_arrayColumn[6] <= red_arrayColumn[6];
			red_arrayColumn[5] <= red_arrayColumn[5];
			red_arrayColumn[4] <= red_arrayColumn[4];
			if (pos1) red_arrayColumn[3] <= 0;
			else red_arrayColumn[3] <= red_arrayColumn[3];
			if (pos2) red_arrayColumn[2] <= 0;
			else red_arrayColumn[2] <= red_arrayColumn[2];
			if (pos1_LastRow) red_arrayColumn[1] <=0;
			else red_arrayColumn[1] <= red_arrayColumn[1];
			if (minus2) red_arrayColumn[0] <= 0;
			else red_arrayColumn[0] <= red_arrayColumn[0];
			count <= count + 20'b00000000000000000001;
		end
	end
endmodule
==> summary.txt <==
Implementation results

The highest-utilization routing layer at the global route stage is met2. The number of buffers added for setup after CTS is 0. The finished layout reports a core utilization of 27.5%. The worst endpoint data arrival time is 2.25 ns. In this run, post-CTS repair resized a total of 0 instances. For reference, the final report shows the max-slew violation count at 0. The hold-fix buffer count after cts is 0. The script logs the mean routed wire length per placed instance as 11.2 µm.

Antenna repair during routing inserted a diode count of 0. For this run, the slowest stage of the critical path takes 0.64 ns. For the worst-skew pair, the clock arrives at the later sink with an insertion delay of 0.28 ns. According to the hold report, the worst path is of the reg2reg type. Summing over every cut layer, the via total after detailed routing is about 1100. In the synthesized netlist, the number of instances is 140. 19 I/O pins were placed. The mean cell area of the mapped netlist is 8.99 µm². The netlist uses 28 different library cells. The post-synthesis sequential area ratio is ~46%. The layout cell share with drive strength beyond 1 is 8.59%. The script computed a power per unit cell area of 430 nW/µm². The count of buffers added on input and output ports is 18. After its last routability iteration, the placer logged a weighted congestion of slightly below 0.8. The initial antenna violation count is 0. The routing usage on met3 is 2.89%. The number of buffers created by CTS is 5. Row generation in the floorplan step produced 28 rows. The pin count of the biggest net entering global routing is 30. The clock skew is 0.00932 ns.

The number of storage elements in the synthesis netlist is 29. The combined buffer and inverter count along the critical path is 0. The share of the core area taken by cells at floorplan is 21.0%. The number of synthesis warnings is 1. The first-iteration detailed-routing DRC count is 53. For this design, Yosys synthesis ends with a cell count of 140. The highest clock rate this design can be run at is 492 MHz. The post-layout minimum cycle time is 2.03 ns. The portion of the clock cycle consumed by the worst path in the final layout is 53.5%.

The run finished with clean final reports. The netlist area before placement is 1260 µm². The maximum VDD drop is 0.000169 V. Summing over the stages, the warning tally comes to 25. The total area inside the core boundary comes to between 5000 and 6000 µm². Once detail routing completed, the nets flagged for antenna violations numbered 0.

Data on the critical path is required at its endpoint by 4.02 ns. The first global-routing pass estimated approximately 4.5 mm of wire. The via count of the first global-routing pass is approximately 980.

The report shows a maximum critical-path fanout of 13. The clock sink count is 29. Max-cap violations in this run came to 0. The worst pin sits at a relative slew slack of 39.4%. The die width is 99 µm. The number of DRC violations after detailed routing is 0. Wires add up to between 2 and 3 mm.

Setup repair after global routing left no endpoint under its margin. Leaving out fill and tap cells, the most frequent cells in the layout are sky130_fd_sc_hd__dfxtp_1, sky130_fd_sc_hd__clkdlybuf4s50_1, sky130_fd_sc_hd__o21ai_0. The number of buffers between clock root and the deepest sink is 2. The global routing usage on met2 is 8.12%. The sum of net half-perimeters after detailed placement is 1.80 mm.

The cell type group with the largest total delay on the critical path is simple AND/OR/NAND/NOR gates. The setup total negative slack is 0 ns. The root cell of the clock tree is sky130_fd_sc_hd__clkbuf_8. Hold-check failures listed in the final report amount to 0. Before antenna repair, the detailed router went through 4 iterations.

STA classifies the critical path startpoint as a flop. Global routing used 5.31% of the available tracks. The TritonCTS clock tree is yes.

The routed design shows a via density per instance of ~4.6. The number of setup violations in the final report is 0. Per the OpenROAD power report, leakage power amounts to 0.508 nW.

According to the floorplan report, the die height is 99 µm. Per the post-CTS timing run, clock transition at the registers of the reported paths is 0.06 ns. The type of the worst setup path is reg2reg. Per the cell usage report, the commonest logic cell in the layout is sky130_fd_sc_hd__dfxtp_1.

The timing report shows that the slowest cell on the worst path is sky130_fd_sc_hd__or4_1. The floorplan step defined a die boundary enclosing 9800 µm². The global route stage reports its total congestion overflow as 0. The transition time at the pin with the least slew margin is 0.902 ns. Relative to the synthesized area, the layout overhead comes to 31.0%. According to the Yosys statistics, the synthesized design has a chip area of 1260 µm².

The number of levels in the clock H-tree is 2. For this run, global-route usage on met1 was measured as under 10%. The worst setup path is captured at a flop. In this run the critical path is formed by ha_1 > nand4_1 > or4_1 > or3_1 > a21oi_1.
## routing by layer
metal	wire [µm]	part of all wire, %
met5	0	0
met4	46	1.7
met3	215	8.1
met2	1130	42
met1	1270	48
## metrics by stage
stage / power, mW / cell area [µm²] / instances / hold WS, ns / worst slack (ns)
after floorplan: 0.325 / 1260 / 140 / 0.430 / 1.93
after global placement: 0.336 / 1520 / 230 / 0.447 / 1.66
after detailed placement: 0.336 / 1520 / 230 / 0.451 / 1.68
after CTS: 0.719 / 1650 / 238 / 0.463 / 1.73
after global routing: 0.735 / 1650 / 238 / 0.505 / 1.51
final: 0.710 / 1650 / 238 / 0.457 / 1.77
## flip-flops by register name, indices dropped and copies added (netlist names)
register         cells
count               20
red_arrayColumn      9
## worst paths after layout
check	startpoint	to	slack, ns	cells past startpoint
setup / recovery	count[0]$_SDFF_PP0_	count[16]$_SDFF_PP0_	1.77	5
hold / removal	count[0]$_SDFF_PP0_	count[0]$_SDFF_PP0_	0.46	1
setup reg to reg	count[0]$_SDFF_PP0_	count[16]$_SDFF_PP0_	1.77	5
hold reg to reg	count[0]$_SDFF_PP0_	count[0]$_SDFF_PP0_	0.46	1
## power breakdown
group	switching [mW]	internal, mW	total [mW]
combinational	0.00813	0.0115	0.0196
clock	0.120	0.260	0.381
sequential	0.00278	0.307	0.309
total	0.131	0.578	0.710
## worst reg2reg max path: stages (launching register included)
cell,delay [ns]
sky130_fd_sc_hd__dfxtp_1,0.37
sky130_fd_sc_hd__ha_1,0.24
sky130_fd_sc_hd__nand4_1,0.21
sky130_fd_sc_hd__or4_1,0.64
sky130_fd_sc_hd__or3_1,0.37
sky130_fd_sc_hd__a21oi_1,0.13
## Yosys cell counts (all sizes together)
cell         number  share of area (%)
or2               1               0.50
o21ai            15                6.0
xnor2             6                4.2
nor4              2                1.5
dlygate4sd1       1               0.70
a211o             1               0.70
nor2             11                3.3
nor2b             1               0.50
ha                1               0.99
dfxtp            29                 46
or3               5                2.5
clkbuf            2               0.60
a211oi            5                3.0
nand2b            1               0.50
nand4             5                4.9
xor2              4                2.8
nand3            14                5.6
or4               5                3.0
nor3              3                1.2
nand2             5                1.5
buf               2                1.3
and4              1               0.70
a21oi            13                5.2
o31ai             3                1.8
inv               4                1.2
## logic make-up after synthesis
group                      share of synthesized area (%)
xor gates and xnor gates                            6.96
adders and majority gates                          0.994
buffers and inverters                               3.78
AOI/OAI and AO/OA                                   16.6
DFF                                                 46.1
and+or+nand+nor                                     25.5
## final cells by class
cell class / instances / area [µm²]
Clock buffer: 5 / 68.8
Clock inverter: 3 / 65.1
Fill cell: 624 / 4340
Inverter: 4 / 15.0
Multi-Input combinational cell: 102 / 631
Sequential cell: 29 / 581
Tap cell: 75 / 93.8
Timing Repair Buffer: 20 / 195
Power figures rest on the tool's default switching activity, not on a simulated workload.
