==> /design/flow/design.v <==
module led_matrix_driver (clock, red_array, green_array, red_driver, green_driver, row_sink);
	input clock;
	input [7:0][7:0] red_array, green_array;
	output reg [7:0] red_driver, green_driver, row_sink;
	reg [2:0] count; 
	always @(posedge clock)
		count <= count + 3'b001; 
	always @(*)
	 case (count) 
		3'b000: row_sink = 8'b11111110; 
		3'b001: row_sink = 8'b11111101;
		3'b010: row_sink = 8'b11111011; 
		3'b011: row_sink = 8'b11110111; 
		3'b100: row_sink = 8'b11101111;
		3'b101: row_sink = 8'b11011111; 
		3'b110: row_sink = 8'b10111111; 
		3'b111: row_sink = 8'b01111111;
	 endcase 
	assign red_driver = red_array[count];
	assign green_driver = green_array[count];
endmodule
==> /design/flow/run.sh <==
#!/bin/bash
# OpenROAD 26Q1-2900-gdf79404cd8, Yosys 0.63+post, stock flow scripts
make -C /OpenROAD-flow-scripts/flow DESIGN_CONFIG=/design/flow/config.mk WORK_HOME=/design/flow/orfs finish
==> /design/flow/config.mk <==
export PLATFORM = sky130hd
export DESIGN_NAME = led_matrix_driver
export DESIGN_NICKNAME = led_matrix_driver
export VERILOG_FILES = /design/flow/design.v
export SDC_FILE = /design/flow/constraint.sdc
export NUM_CORES = 4
export LEC_CHECK = 1
export CORE_AREA = 10 10 91 91
export DIE_AREA = 0 0 101 101
==> /design/flow/constraint.sdc <==
current_design led_matrix_driver

set clk_period 5.2
set clk_io_pct 0.2

create_clock -name clk0 -period $clk_period [get_ports {clock}]

set non_clock_inputs [all_inputs -no_clocks]
set_input_delay [expr $clk_period * $clk_io_pct] -clock clk0 $non_clock_inputs
set_output_delay [expr $clk_period * $clk_io_pct] -clock clk0 [all_outputs]
==> reports/metrics.cfg <==
[finish]
fillers=558
post-route-util_pct=47.3
area_delta_synth_final_pct=116
final_layout_size_suffix_gt1_share_pct=13.2

[clocking]
path_clk_slew_ns=0.05
clk_latency_ns=0.23
cts_buffers=3
cts_buffer_depth=2
cts_root_buf=clkbuf_8
clock_sinks=11
cts_resized=0
cts_hold_buf=0
h-tree-depth=1
cts_tree=done
cts_setup_buffers=0

[worst_setup_path]
r2r_cells=4
critPathSlowestCell=mux4_1
cp_max_fo=1
worstSetupStartpoint=green_array[25]
r2r_start=count[0]
critPathCaptureType=output pin
cp.arrival_ns=2.65
cpMostUsedCell=clkdlybuf4s50_1
endpoint=green_driver[1]
rr_endpoint=row_sink[7]
cpPeakStageDelay_ns=0.51
cp_cell_sequence=clkdlybuf4s50_1 -> mux4_1 -> mux2_2 -> clkdlybuf4s50_1
cp.required_ns=4.16
worstSetupPathType=in2out
cp-start-kind=input port
r2r_setup_slack_ns=3.73

[floorplan]
coreArea_mm2=0.00635
die_h_um=101
die_width_um=101
chipArea_mm2=0.0102
fp_util_pct=21.9
fp-row-count=29
io_pins=153

[logic_synthesis]
flop_cell=dfxtp_1
ys_cells=85
largest_area_cell=mux4_1
async_reset_ff_share_pct=0
yosysWarningCount=3
edf_count=0
netlist_instances=85
syn_area_mm2=0.00139
post_synth.cell_area_avg_um2=16.4
top_cell=mux4_1
area_leaders=mux4_1 45%, dfxtp_1 16%, mux2_2 13%, mux4_2 13%, ha_1 4.5%
top_area_share_pct=45.3
synthTopCellsByCount=24 x mux4_1, 16 x mux2_2, 11 x dfxtp_1
synth_seq_share_pct=15.8
yosys.cell_types.count=13
yosysChipArea_mm2=0.00139
synth-seq-cells=11

[final_timing]
max_freq_mhz=271
finalHoldViolations=0
skew_ns=0.00253
setup_viol=0
rsz0062_at_grt=no
slew_headroom_pct=52.1
tns_ns=0
worst_slack_ns=1.51
min_period_ns=3.69
timing.final.crit_share_pct=71.0
final_max_slew_viol_count=0
tightest_slew_ns=0.717

[drt]
highest_layer=met4
met3WireLength_um=558
wl_um=5970
vias_per_cell=4.47
route.detailed.drc=0
drt-met1-wl_um=2180
num_vias=1391
drtIter0Drc=17
antennaDiodeCount=0
wl_per_cell_um=19.2
firstDrtPassIters=4
dr_wl_met2_um=3230
ant_nets=0

[power]
p_per_area_mw_per_mm2=98.4
internal_power_uw=250
vdd_ir_drop_max_mv=0.155
p_sw_uw=45.2
seqPwrFrac_pct=28.6
p_sw_share_pct=15.3
p_comb_share_pct=43.8
cellLeakagePower_nw=1.07
power_frac_clock_pct=27.6

[global_routing]
grt_pass1_vias=1593
grt_usage_pct=11.1
antenna_found_initial=0
grt_pass1_wl_um=8760
grt_max_degree=20
gr-total-overflow=0

[placed_design]
io_buffers=152
dpl.hpwl_um=5270
gp_congestion=0.809
dpl_worst_slack_ns=1.50

[flow_run]
warnings=29
max_cap_violations=0

[run_status]
status=complete, no violations

[min_path]
worstHoldPathType=reg2reg

-- area by class of cell --
type | count | area, um2 | area share, %
multi-input cells | 62 | 1090 | 36.4
clock buffers | 4 | 45.0 | 1.50
well taps | 77 | 96.3 | 3.21
flip-flops and latches | 11 | 221 | 7.37
inverters | 3 | 11.3 | 0.375
repair buffers | 154 | 1540 | 51.2
-- cells in the final DEF (no fill, tap or decap), drive strengths merged --
cell / count
dfxtp: 11
ha: 5
clkbuf: 4
mux2: 16
clkdlybuf4s50: 152
buf: 2
mux4: 32
xnor2: 1
inv: 3
nand2: 8
-- flip-flops by register name, summed over array words and instances, names as in the netlist --
name	flops
count	3
row_sink	8
-- worst min-delay path by stage --
stage | startpoint | end | slack [ns] | depth (start not counted)
CTS | count[1] | row_sink[3] | 0.63 | 2
global route | count[1] | row_sink[4] | 0.67 | 2
finish | count[1] | row_sink[4] | 0.63 | 2
-- kinds of logic (layout without fill, tap and decap cells) --
group	Yosys count	in the layout	synth area share, %
XOR/XNOR	1	1	0.630
adder cells (fa/ha/maj)	5	5	4.50
buffers and inverters	12	161	5.66
flip-flops	11	11	15.8
multiplexers	48	48	71.2
AND/OR/NAND/NOR	8	8	2.16
-- worst max-delay path, delay by kind of cell --
family	cells	cell delay [ns]
buffers and inverters	2	0.83
muxes	2	0.79
-- layer usage --
metal	global-route usage, %	vias up
li1	-	678
met3	4.16	2
met5	0	-
met4	0.429	0
met1	12.7	647
met2	20.2	64
-- per-stage QoR --
| stage | hold slack (ns) | cells | power [mW] | cell area, um2 |
|---|---|---|---|---|
| final | 0.626 | 311 | 0.296 | 3000 |
| after floorplan | 0.589 | 85 | 0.108 | 1390 |
| after global placement | 0.616 | 307 | 0.216 | 2960 |
| after detailed placement | 0.622 | 307 | 0.217 | 2960 |
| after global routing | 0.672 | 311 | 0.312 | 3000 |
| after CTS | 0.631 | 311 | 0.301 | 3000 |
-- power by group through the flow --
stage / sequential (mW) / clock (mW) / combinational (mW)
CTS: 0.0845 / 0.0849 / 0.131
finish: 0.0845 / 0.0817 / 0.129
global route: 0.0843 / 0.0890 / 0.138
Power figures rest on the tool's default switching activity, not on a simulated workload.
