File: /design/flow/design.v
module clock_divider (clock, reset, divided_clocks);
		 input logic reset, clock;
		 output logic [31:0] divided_clocks = 0;
		 always_ff @(posedge clock) begin
			divided_clocks <= divided_clocks + 1;
		 end
endmodule 
File: /design/flow/run.sh
#!/bin/bash
# OpenROAD 26Q1-2900-gdf79404cd8, Yosys 0.63+post, stock flow scripts
make -C /OpenROAD-flow-scripts/flow DESIGN_CONFIG=/design/flow/config.mk WORK_HOME=/design/flow/orfs finish
File: /design/flow/config.mk
export PLATFORM = sky130hd
export DESIGN_NAME = clock_divider
export DESIGN_NICKNAME = clock_divider
export VERILOG_FILES = /design/flow/design.v
export SDC_FILE = /design/flow/constraint.sdc
export NUM_CORES = 4
export LEC_CHECK = 1
export CORE_AREA = 10 10 91 91
export DIE_AREA = 0 0 101 101
File: /design/flow/constraint.sdc
current_design clock_divider

set clk_period 7.2
set clk_io_pct 0.2

create_clock -name clk0 -period $clk_period [get_ports {clock}]

set non_clock_inputs [all_inputs -no_clocks]
set_input_delay [expr $clk_period * $clk_io_pct] -clock clk0 $non_clock_inputs
set_output_delay [expr $clk_period * $clk_io_pct] -clock clk0 [all_outputs]
==> impl_metrics.py <==
# Metrics from the implementation run
metrics = {
    "outcome": {
        "status": "completed",
    },
    "final_timing": {
        "timing.fmax_mhz": 375.9,
        "timing.hold.ws_ps": 448.9,
        "rsz0062_at_grt": "no",
        "finalHoldViolations": 0,
        "tightest_slew_ps": 579.9,
        "post-route-period-util_pct": 36.95,
        "fin_ws_ps": 4540,
        "timing.setup.tns_ps": 0,
        "maxSlewHeadroom_pct": 61.23,
        "setup_viol": 0,
        "drv_slew": 0,
        "period_needed_ps": 2660,
        "clock_skew_ps": 3.819,
    },
    "worst_setup_path": {
        "r2r_start": "divided_clocks[0]",
        "start_kind": "flip-flop",
        "crit_family": "buffers and inverters",
        "critPathBufInv": 1,
        "crit_chain": "clkdlybuf4s50_1",
        "cpPeakStageDelay_ps": 510,
        "cpMaxStageDelayCell": "clkdlybuf4s50_1",
        "worstPathArrival_ps": 1220,
        "cp_data_required_time_ps": 5760,
        "path_class": "reg2out",
        "cp-startpoint": "divided_clocks[2]",
        "cp-end-kind": "output pin",
        "crit_fanout": 6,
    },
    "power_and_ir_drop": {
        "p_clk_share_pct": 43.8,
        "net-switching-power_w": 0.00006038,
        "power.internal_w": 0.0002549,
        "power_frac_seq_pct": 56.2,
        "total_power_w": 0.0003153,
        "ir_drop_mv": 0.09459,
        "power_frac_comb_pct": 0,
        "p_per_area_nw_per_um2": 175.1,
        "swShare_pct": 19.15,
        "p_leak_nw": 0.7040,
    },
    "grt": {
        "grt-ovfl-total": 0,
        "globalRouteTotalUtil_pct": 5.898,
        "grt_antenna_before_repair": 0,
        "grt_pass1_wl_um": 4878,
        "grt_pass1_vias": 988,
        "grt_max_degree": 12,
    },
    "clocking": {
        "post_cts_buffers": 0,
        "ctsHtreeMaxLevel": 2,
        "clockBufferDepth": 2,
        "ctsResizeCount": 0,
        "cts_inserted_buffers": 5,
        "cts_root_buf": "clkbuf_8",
        "clock_sinks": 32,
        "path_clk_slew_ps": 60,
        "clock_latency_ps": 270,
        "cts_tree": "yes",
        "ctsHoldBuffers": 0,
    },
    "die": {
        "die_y_um": 101,
        "die_x_um": 101,
        "rows": 29,
        "fp_util_pct": 20.77,
        "core_um2": 6350,
        "die-area_um2": 10200,
        "ioPinCount": 34,
    },
    "worst_hold_path": {
        "hold_path_class": "reg2reg",
        "hp-start": "divided_clocks[0]",
    },
    "detailed_routing": {
        "finalWirelength_um": 2880,
        "antenna_left": 0,
        "first_iter_violations": 22,
        "dr.pass1.iters": 2,
        "vias_per_cell": 4.108,
        "post-route-drc-count": 0,
        "post_drt_wl_per_cell_um": 12.00,
        "diodes": 0,
        "vias": 986,
    },
    "synth": {
        "ys_cells": 127,
        "yosysChipArea_um2": 1319,
        "ys.flops": 32,
        "postSynthCellCount": 127,
        "top_cell_area_share_pct": 48.58,
        "syn_area_um2": 1319,
        "yosys_warnings": 1,
        "synth_top_cell_by_area": "dfxtp_1",
        "synth.distinct_cells": 24,
        "area_leaders": "dfxtp_1, xor2_1, xnor2_1",
        "syn_area_per_cell_um2": 10.38,
        "ys_seq_share_pct": 48.58,
    },
    "place": {
        "dp_hpwl_um": 2115,
        "portBuffers": 32,
        "gp_congestion": 0.7546,
        "place_ws_ps": 4821,
    },
    "layout": {
        "top_regs": "divided_clocks x32",
        "top_register": "divided_clocks",
        "area_growth_pct": 36.53,
        "largest_register_ffs": 32,
        "drive_above_1_share_pct": 9.816,
    },
    "job": {
        "warning_count": 26,
        "cap_viol_max_count": 0,
    },
}
final timing paths:
kind | end | slack, ps | cells past startpoint
max | divided_clocks[2] | 4540 | 1
max reg2reg | divided_clocks[24] | 5320 | 5
min reg2reg | divided_clocks[0] | 450 | 1
min | divided_clocks[0] | 450 | 1
worst register-to-register path: stages, from the launching register on:
cell and delay, ps:
dfxtp_1 420, ha_1 270, nand3_1 110, or3_1 540, nor4_1 310, xor2_1 160
cell families (layout without fill, tap and decap cells):
family | Yosys count | in the layout | synth area share [%]
xor gates and xnor gates | 30 | 30 | 19.92
adders and majority gates | 1 | 1 | 0.9486
buffers and inverters | 9 | 45 | 3.321
DFF | 32 | 32 | 48.58
and+or+nand+nor | 55 | 55 | 27.23
layer usage:
metal,vias to the layer above,share of wire (%),wire (µm),track usage (%)
met4,0,0.56,16,0.7503
met2,28,45,1291,8.894
met3,2,11,324,3.881
li1,501,-,-,-
met5,-,0,0,0
met1,455,43,1248,7.085
cells in the final DEF (no fill, tap or decap), types with 2 or more instances in the layout:
cell             instances
nand2_1                  9
and3_1                   2
inv_1                    5
xnor2_1                 10
nand3_1                 10
clkbuf_8                 6
nor2_1                   6
nor3_1                   4
and4_1                   4
clkbuf_1                 2
xor2_1                  20
nor4_2                   5
dfxtp_1                 32
nor4_1                   4
nand3_2                  2
clkdlybuf4s50_1         32
nand4_1                  3
through the flow:
| step | cell area, µm² | utilization [%] | std cells |
|---|---|---|---|
| after floorplan | 1319 | - | 127 |
| after global placement | 1710 | 26.94 | 232 |
| after detailed placement | 1710 | 26.94 | 232 |
| after CTS | 1800 | 28.35 | 240 |
| after global routing | 1800 | 28.35 | 240 |
| final | 1800 | 28.35 | 240 |
power groups by stage:
stage	sequential [W]	clock, W	combinational, W
4_1_cts	0.000177	0.000147	0.000000000401
5_1_grt	0.000177	0.000157	0.000000000401
6_report	0.000177	0.000138	0.000000000401
cells in the mapped netlist:
master    instances
dfxtp_1          32
xor2_1           20
nand3_1          10
xnor2_1          10
nand2_1           9
nor2_1            6
inv_1             5
nor4_2            5
and4_1            4
nor3_1            4
nor4_1            4
nand4_1           3
and3_1            2
buf_2             2
nand3_2           2
buf_1             1
buf_6             1
ha_1              1
nand2b_1          1
nor3b_1           1
nor4_4            1
or2_2             1
or3_1             1
or3_4             1
final cells by class:
cell class | count | area, µm²
flip-flops and latches | 32 | 640.6
clock buffers | 8 | 90.09
fillers | 649 | 4549
multi-input cells | 86 | 634.4
well taps | 77 | 96.34
inverters | 5 | 18.77
repair buffers | 32 | 320.3
Power and IR drop assume default switching activity.
